$ cat design/flow/design.v
`timescale 1ns / 1ps
module hapara_lmb_dma_dup #(
        parameter integer DATA_WIDTH = 32,
        parameter integer NUM_SLAVE = 4
    )
    (
		input   [DATA_WIDTH - 1 : 0] addr_ctrl,
        input   [DATA_WIDTH - 1 : 0] data_in_ctrl,
        output  [DATA_WIDTH - 1 : 0] data_out_ctrl,
        input   [DATA_WIDTH / 8 - 1 : 0] we_ctrl,
        input   clk_ctrl,
        input   rst_ctrl,
        input   en_ctrl,
		input   [DATA_WIDTH - 1 : 0] addr_s0,
        input   [DATA_WIDTH - 1 : 0] data_in_s0,
        output  [DATA_WIDTH - 1 : 0] data_out_s0,
        input   [DATA_WIDTH / 8 - 1 : 0] we_s0,
        input   clk_s0,
        input   rst_s0,
        input   en_s0,
        input   [DATA_WIDTH - 1 : 0] addr_s1,
        input   [DATA_WIDTH - 1 : 0] data_in_s1,
        output  [DATA_WIDTH - 1 : 0] data_out_s1,
        input   [DATA_WIDTH / 8 - 1 : 0] we_s1,
        input   clk_s1,
        input   rst_s1,
        input   en_s1,
        input   [DATA_WIDTH - 1 : 0] addr_s2,
        input   [DATA_WIDTH - 1 : 0] data_in_s2,
        output  [DATA_WIDTH - 1 : 0] data_out_s2,
        input   [DATA_WIDTH / 8 - 1 : 0] we_s2,
        input   clk_s2,
        input   rst_s2,
        input   en_s2,
        input   [DATA_WIDTH - 1 : 0] addr_s3,
        input   [DATA_WIDTH - 1 : 0] data_in_s3,
        output  [DATA_WIDTH - 1 : 0] data_out_s3,
        input   [DATA_WIDTH / 8 - 1 : 0] we_s3,
        input   clk_s3,
        input   rst_s3,
        input   en_s3,
		input   [DATA_WIDTH - 1 : 0] addr_s4,
        input   [DATA_WIDTH - 1 : 0] data_in_s4,
        output  [DATA_WIDTH - 1 : 0] data_out_s4,
        input   [DATA_WIDTH / 8 - 1 : 0] we_s4,
        input   clk_s4,
        input   rst_s4,
        input   en_s4,
        input   [DATA_WIDTH - 1 : 0] addr_s5,
        input   [DATA_WIDTH - 1 : 0] data_in_s5,
        output  [DATA_WIDTH - 1 : 0] data_out_s5,
        input   [DATA_WIDTH / 8 - 1 : 0] we_s5,
        input   clk_s5,
        input   rst_s5,
        input   en_s5,
        input   [DATA_WIDTH - 1 : 0] addr_s6,
        input   [DATA_WIDTH - 1 : 0] data_in_s6,
        output  [DATA_WIDTH - 1 : 0] data_out_s6,
        input   [DATA_WIDTH / 8 - 1 : 0] we_s6,
        input   clk_s6,
        input   rst_s6,
        input   en_s6,
        input   [DATA_WIDTH - 1 : 0] addr_s7,
        input   [DATA_WIDTH - 1 : 0] data_in_s7,
        output  [DATA_WIDTH - 1 : 0] data_out_s7,
        input   [DATA_WIDTH / 8 - 1 : 0] we_s7,
        input   clk_s7,
        input   rst_s7,
        input   en_s7,
        output  [DATA_WIDTH - 1 : 0] addr_b0,
        output  [DATA_WIDTH - 1 : 0] data_in_b0,
        input   [DATA_WIDTH - 1 : 0] data_out_b0,
        output  [DATA_WIDTH / 8 - 1 : 0] we_b0,
        output  clk_b0,
        output  rst_b0,
        output  en_b0,
        output  [DATA_WIDTH - 1 : 0] addr_b1,
        output  [DATA_WIDTH - 1 : 0] data_in_b1,
        input   [DATA_WIDTH - 1 : 0] data_out_b1,
        output  [DATA_WIDTH / 8 - 1 : 0] we_b1,
        output  clk_b1,
        output  rst_b1,
        output  en_b1,       
        output  [DATA_WIDTH - 1 : 0] addr_b2,
        output  [DATA_WIDTH - 1 : 0] data_in_b2,
        input   [DATA_WIDTH - 1 : 0] data_out_b2,
        output  [DATA_WIDTH / 8 - 1 : 0] we_b2,
        output  clk_b2,
        output  rst_b2,
        output  en_b2,
        output  [DATA_WIDTH - 1 : 0] addr_b3,
        output  [DATA_WIDTH - 1 : 0] data_in_b3,
        input   [DATA_WIDTH - 1 : 0] data_out_b3,
        output  [DATA_WIDTH / 8 - 1 : 0] we_b3,
        output  clk_b3,
        output  rst_b3,
        output  en_b3,
        output  [DATA_WIDTH - 1 : 0] addr_b4,
        output  [DATA_WIDTH - 1 : 0] data_in_b4,
        input   [DATA_WIDTH - 1 : 0] data_out_b4,
        output  [DATA_WIDTH / 8 - 1 : 0] we_b4,
        output  clk_b4,
        output  rst_b4,
        output  en_b4,
        output  [DATA_WIDTH - 1 : 0] addr_b5,
        output  [DATA_WIDTH - 1 : 0] data_in_b5,
        input   [DATA_WIDTH - 1 : 0] data_out_b5,
        output  [DATA_WIDTH / 8 - 1 : 0] we_b5,
        output  clk_b5,
        output  rst_b5,
        output  en_b5,       
        output  [DATA_WIDTH - 1 : 0] addr_b6,
        output  [DATA_WIDTH - 1 : 0] data_in_b6,
        input   [DATA_WIDTH - 1 : 0] data_out_b6,
        output  [DATA_WIDTH / 8 - 1 : 0] we_b6,
        output  clk_b6,
        output  rst_b6,
        output  en_b6,
        output  [DATA_WIDTH - 1 : 0] addr_b7,
        output  [DATA_WIDTH - 1 : 0] data_in_b7,
        input   [DATA_WIDTH - 1 : 0] data_out_b7,
        output  [DATA_WIDTH / 8 - 1 : 0] we_b7,
        output  clk_b7,
        output  rst_b7,
        output  en_b7
    );
    wire dma_tran;
    localparam NUM_BYTE = DATA_WIDTH / 8;
    assign dma_tran = en_ctrl && (we_ctrl == {NUM_BYTE{1'b1}});
    assign data_out_ctrl = {DATA_WIDTH{1'b0}};
    generate if (NUM_SLAVE > 0) 
    begin
        assign clk_b0           = clk_s0;                                        
        assign rst_b0           = rst_s0;                                        
        assign data_out_s0      = data_out_b0;                                   
        assign addr_b0          = (dma_tran == 1'b1)?addr_ctrl:addr_s0;          
        assign data_in_b0       = (dma_tran == 1'b1)?data_in_ctrl:data_in_s0;    
        assign we_b0            = (dma_tran == 1'b1)?we_ctrl:we_s0;              
        assign en_b0            = (dma_tran == 1'b1)?en_ctrl:en_s0;              
    end
    endgenerate
    generate if (NUM_SLAVE > 1) 
    begin
        assign clk_b1           = clk_s1;
        assign rst_b1           = rst_s1;
        assign data_out_s1      = data_out_b1;
        assign addr_b1          = (dma_tran == 1'b1)?addr_ctrl:addr_s1;
        assign data_in_b1       = (dma_tran == 1'b1)?data_in_ctrl:data_in_s1;
        assign we_b1            = (dma_tran == 1'b1)?we_ctrl:we_s1;
        assign en_b1            = (dma_tran == 1'b1)?en_ctrl:en_s1;
    end
    endgenerate
    generate if (NUM_SLAVE > 2) 
    begin
        assign clk_b2           = clk_s2;
        assign rst_b2           = rst_s2;
        assign data_out_s2      = data_out_b2;
        assign addr_b2          = (dma_tran == 1'b1)?addr_ctrl:addr_s2;
        assign data_in_b2       = (dma_tran == 1'b1)?data_in_ctrl:data_in_s2;
        assign we_b2            = (dma_tran == 1'b1)?we_ctrl:we_s2;
        assign en_b2            = (dma_tran == 1'b1)?en_ctrl:en_s2;
    end
    endgenerate
    generate if (NUM_SLAVE > 3) 
    begin
        assign clk_b3           = clk_s3;
        assign rst_b3           = rst_s3;
        assign data_out_s3      = data_out_b3;
        assign addr_b3          = (dma_tran == 1'b1)?addr_ctrl:addr_s3;
        assign data_in_b3       = (dma_tran == 1'b1)?data_in_ctrl:data_in_s3;
        assign we_b3            = (dma_tran == 1'b1)?we_ctrl:we_s3;
        assign en_b3            = (dma_tran == 1'b1)?en_ctrl:en_s3;
    end
    endgenerate
    generate if (NUM_SLAVE > 4) 
    begin
        assign clk_b4           = clk_s4;
        assign rst_b4           = rst_s4;
        assign data_out_s4      = data_out_b4;
        assign addr_b4          = (dma_tran == 1'b1)?addr_ctrl:addr_s4;
        assign data_in_b4       = (dma_tran == 1'b1)?data_in_ctrl:data_in_s4;
        assign we_b4            = (dma_tran == 1'b1)?we_ctrl:we_s4;
        assign en_b4            = (dma_tran == 1'b1)?en_ctrl:en_s4;
    end
    endgenerate
    generate if (NUM_SLAVE > 5) 
    begin
        assign clk_b5           = clk_s5;
        assign rst_b5           = rst_s5;
        assign data_out_s5      = data_out_b5;
        assign addr_b5          = (dma_tran == 1'b1)?addr_ctrl:addr_s5;
        assign data_in_b5       = (dma_tran == 1'b1)?data_in_ctrl:data_in_s5;
        assign we_b5            = (dma_tran == 1'b1)?we_ctrl:we_s5;
        assign en_b5            = (dma_tran == 1'b1)?en_ctrl:en_s5;
    end
    endgenerate
    generate if (NUM_SLAVE > 6) 
    begin
        assign clk_b6           = clk_s6;
        assign rst_b6           = rst_s6;
        assign data_out_s6      = data_out_b6;
        assign addr_b6          = (dma_tran == 1'b1)?addr_ctrl:addr_s6;
        assign data_in_b6       = (dma_tran == 1'b1)?data_in_ctrl:data_in_s6;
        assign we_b6            = (dma_tran == 1'b1)?we_ctrl:we_s6;
        assign en_b6            = (dma_tran == 1'b1)?en_ctrl:en_s6;
    end
    endgenerate
    generate if (NUM_SLAVE > 7) 
    begin
        assign clk_b7           = clk_s7;
        assign rst_b7           = rst_s7;
        assign data_out_s7      = data_out_b7;
        assign addr_b7          = (dma_tran == 1'b1)?addr_ctrl:addr_s7;
        assign data_in_b7       = (dma_tran == 1'b1)?data_in_ctrl:data_in_s7;
        assign we_b7            = (dma_tran == 1'b1)?we_ctrl:we_s7;
        assign en_b7            = (dma_tran == 1'b1)?en_ctrl:en_s7;
    end
    endgenerate
endmodule
$ cat design/flow/run.sh
#!/bin/bash
# OpenROAD 26Q1-2900-gdf79404cd8, Yosys 0.63+post, stock flow scripts
make -C /OpenROAD-flow-scripts/flow DESIGN_CONFIG=/design/flow/config.mk WORK_HOME=/design/flow/orfs finish
$ cat design/flow/config.mk
export PLATFORM = sky130hd
export DESIGN_NAME = hapara_lmb_dma_dup
export DESIGN_NICKNAME = hapara_lmb_dma_dup
export VERILOG_FILES = /design/flow/design.v
export SDC_FILE = /design/flow/constraint.sdc
export NUM_CORES = 4
export LEC_CHECK = 1
export CORE_AREA = 10 10 667 667
export DIE_AREA = 0 0 677 677
$ cat design/flow/constraint.sdc
current_design hapara_lmb_dma_dup

set clk_period 30.8
set clk_io_pct 0.2

create_clock -name clk0 -period $clk_period

set non_clock_inputs [all_inputs -no_clocks]
set_input_delay [expr $clk_period * $clk_io_pct] -clock clk0 $non_clock_inputs
set_output_delay [expr $clk_period * $clk_io_pct] -clock clk0 [all_outputs]
==> impl_metrics.toml <==
# flow metrics
[worst_setup_path]
critical_path_buf_inv_count = 6
slowest_delay_ns = 1.10
crit_path_start_kind = "primary input"
crit_slowest_cell = "clkdlybuf4s50_1"
cp_data_arrival_time_ns = 10.59
critPathMaxFanout = 35
cpMostUsedCell = "buf_4"
path_cells = "clkdlybuf4s50_1 -> and3_1 -> nand3_4 -> buf_4 -> buf_4 -> buf_4 -> buf_4 -> mux2_4 -> clkdlybuf4s50_1"
worstSetupEndpointType = "primary output"
required_ns = 24.64
crit_type = "in2out"
critical-path-top-delay-family = "buffers and inverters"

[flow_run]
cap_violations = 0
warning_count = 446

[final_timing]
slew_headroom_pct = 35.87
finalHoldViolCount = 0
worstMarginPinSlew_ns = 0.9589
period_needed_ns = 16.75
setup_tns_ns = 0
report.final.slew_viol_count = 0
rsz0062_at_grt = "no"
report.final.setup_viol = 0
hold_slack_ns = 12.32
max_freq_mhz = 59.70
min_period_over_period_pct = 54.39

[pwr]
power_leakage_nw = 6.150
combPwrFrac_pct = 100.0
vdd_ir_drop_max_v = 0.000003543
intPower_mw = 0.09914
power_density_mw_per_mm2 = 9.248
power_switching_mw = 0.07599
swShare_pct = 43.39
p_seq_share_pct = 0
pwr-share-clk_pct = 0

[placement]
dp_hpwl_um = 151200
port_buffers = 621
gp_routability_congestion = 0.7319

[drt]
drtIter0Drc = 185
ant_nets = 0
drc = 0
first_pass_iters = 6
routed_wl_um = 155800
wire_per_inst_um = 22.00
via_count = 7152
viasPerCell = 1.010

[die]
die_h_um = 677
ios = 1751
die_x_um = 677
fp_util_pct = 1.958
dieArea_mm2 = 0.4583
rows = 241
core-area_mm2 = 0.4306

[cells_and_area]
nClkBuffers = 0
logic_area_mm2 = 0.005449
ff_count = 0
flop_area_um2 = 0
syn2layout_area_growth_pct = 124.6
n_fill_cell = 51027
drive_gt1_share_pct = 19.79

[worst_hold_path]
hold_class = "in2out"

[grt]
track_usage_pct = 6.558
grt_pass1_wl_um = 173000
antenna_found_initial = 73
grt_max_degree = 42
overflow = 0
grt_pass1_vias = 8088

[cts]
postCtsSetupBuffers = 0
cts_resized = 0
ctsHoldBuffers = 0

[logic_synthesis]
yosysWarnings = 412
netlist_area_mm2 = 0.008433
syn_inst = 889
syn_avg_cell_area_um2 = 9.486
yosysChipArea_mm2 = 0.008433
yosysUniqueCellTypes = 10
synth-cells-yosys = 889
ys_seq_share_pct = 0

[outcome]
run_status = "finished clean"
[power by group through the flow]
stage	clock network, mW	logic (mW)	registers, mW
CTS	0	0.189	0
global route	0.00000000436	0.190	0
finish	0.0000000938	0.175	0
[routing by layer]
layer	wire length (µm)	global-route usage, %	part of all wire (%)	vias to the layer above
li1	-	-	-	2842
met2	78960	11.85	51	1019
met3	25130	4.844	16	146
met1	49350	6.160	32	3113
met4	1777	0.3415	1.1	32
met5	553	0.5463	0.36	-
[layout by cell type, fill, tap and decap left out]
cell type and count:
buf_4 11, nand2b_1 20, mux2_4 200, nand3_4 1, and3_1 1, clkdlybuf4s50_1 621
mux2_2 56, conb_1 444, diode_2 18
[synth_stat cells, drive strengths merged]
| cell type | number | area, µm² |
|---|---|---|
| and3 | 1 | 6.260 |
| buf | 608 | 4647 |
| clkbuf | 2 | 7.510 |
| conb | 1 | 3.750 |
| mux2 | 256 | 3633 |
| nand2b | 20 | 125.1 |
| nand3 | 1 | 10.01 |
[stage by stage]
step / total power, mW / util (%) / instance area (µm²) / instances / setup slack [ns]
2_1_floorplan: 0.07951 / - / 10100 / 1332 / 17.57
3_3_place_gp: 0.1883 / 4.387 / 18890 / 7064 / 13.92
3_5_place_dp: 0.1866 / 4.387 / 18890 / 7064 / 13.93
4_1_cts: 0.1886 / 4.387 / 18890 / 7064 / 13.90
5_1_grt: 0.1901 / 4.388 / 18890 / 7065 / 13.85
6_report: 0.1751 / 4.398 / 18940 / 7082 / 14.05
[kinds of logic after synthesis]
group | Yosys count | share of synthesized area [%]
buffers and inverters | 610 | 55.19
AND/OR/NAND/NOR | 22 | 1.677
multiplexers | 256 | 43.09
other | 1 | 0.04447
[final timing paths]
path,from,endpoint,cells past startpoint
worst max-delay path,en_ctrl,data_in_b2[2],9
worst min-delay path,clk_s0,clk_b0,0
[area by class of cell]
type	instances	share of cell area [%]
diodes	18	0.2379
multi-input cells	722	28.77
well taps	5710	37.73
repair buffers	632	33.26
Power and IR drop assume default switching activity.
